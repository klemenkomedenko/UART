`flow/design.v`:
```
module uart (
  i_clk,
  i_rst,
  i_tx_data,
  i_tx_valid,
  o_tx_busy,
  o_rx_data,
  o_rx_valid,
  o_tx,
  i_rx
  );
  parameter DATA_WIDTH = 8;
  parameter FREQ = 10000000;
  parameter BAUD = 9200;
  input  wire                  i_clk;
  input  wire                  i_rst;
  input  wire [DATA_WIDTH-1:0] i_tx_data;
  input  wire                  i_tx_valid;
  output wire                  o_tx_busy;
  output wire [DATA_WIDTH-1:0] o_rx_data;
  output wire                  o_rx_valid;
  output wire                  o_tx;
  input  wire                  i_rx;
  rx_uart #(.DATA_WIDTH(DATA_WIDTH), .FREQ(FREQ), .BAUD(BAUD)) utt_rx(
    .i_clk(i_clk),
    .i_rst(i_rst),
    .i_rx(i_rx),
    .o_data(o_rx_data),
    .o_valid(o_rx_valid)
    );
  tx_uart #(.DATA_WIDTH(DATA_WIDTH), .FREQ(FREQ), .BAUD(BAUD)) utt_tx(
    .i_clk(i_clk),
    .i_rst(i_rst),
    .i_data(i_tx_data),
    .i_valid(i_tx_valid),
    .o_busy(o_tx_busy),
    .o_tx(o_tx)
    );
endmodule  
module rx_uart (
  i_clk,
  i_rst,
  i_rx,
  o_data,
  o_valid
  );
  parameter DATA_WIDTH = 8;
  parameter FREQ = 10000000;
  parameter BAUD = 9200;
  input wire                  i_clk;
  input wire                  i_rst;
  input wire                  i_rx;
  output reg  [DATA_WIDTH-1:0] o_data;
  output reg                  o_valid;
  parameter
  IDLE       = 6'b000001,
  WAIT_START = 6'b000010,
  START      = 6'b000100,
  DATA       = 6'b001000,
  STOP       = 6'b010000,
  END        = 6'b100000;
  reg [5:0] next_rx_uart;
  reg [5:0] rx_uart;
  reg [1:0] r_rx_ed;
  wire w_rx_ed;
  reg r_baud_clk;
  reg [31:0] r_baud_cnt;
  reg [DATA_WIDTH-1:0] r_dataBuff;
  reg r_en_rx;
  reg r_en_data_rx;
  always @ (posedge i_clk) begin
    if (i_rst) begin
      r_rx_ed <= 2'b11;
    end else begin
      r_rx_ed[0] <= i_rx;
      r_rx_ed[1] <= r_rx_ed[0];
    end
  end
  assign w_rx_ed = !r_rx_ed[0] & r_rx_ed[1];
  always @ (posedge i_clk) begin
    if (i_rst) begin
      r_baud_cnt <= 0;
      r_baud_clk <= 1'b0;
    end else begin
      if (w_rx_ed & !r_en_rx) begin
        r_baud_cnt <= FREQ/BAUD/2;
        r_baud_clk <= 1'b0;
      end else if (r_en_rx) begin
        if (!r_baud_cnt) begin
          r_baud_cnt <= FREQ/BAUD;
          r_baud_clk <= 1'b1;
        end else begin
          r_baud_cnt <= r_baud_cnt - 1'b1;
          r_baud_clk <= 1'b0;
        end
      end else begin
        r_baud_cnt <= r_baud_cnt;
        r_baud_clk <= 1'b0;
      end
    end
  end
  always @ ( * ) begin
    next_rx_uart <= rx_uart;
    r_en_rx <= 1'b0;
    r_en_data_rx <= 1'b0;
    o_valid <= 1'b0;
    case (rx_uart)
      IDLE: begin
        next_rx_uart <= WAIT_START;
      end
      WAIT_START: begin
        if (w_rx_ed) begin
          next_rx_uart <= START;
        end else begin
          next_rx_uart <= WAIT_START;
        end
      end
      START: begin
        r_en_rx <= 1'b1;
        if (r_baud_clk) begin
          next_rx_uart <= DATA;
        end else begin
          next_rx_uart <= START;
        end
      end
      DATA: begin
        r_en_rx <= 1'b1;
        r_en_data_rx <= 1'b1;
        if ((r_dataBuff == 1) & r_baud_clk) begin
          next_rx_uart <= STOP;
        end  else begin
          next_rx_uart <= DATA;
        end
      end
      STOP: begin
        r_en_rx <= 1'b1;
        if (r_baud_clk & i_rx) begin
          next_rx_uart <= END;
        end else begin
          next_rx_uart <= STOP;
        end
      end
      END : begin
        o_valid <= 1'b1;
        next_rx_uart <= WAIT_START;
      end
      default: begin
        next_rx_uart <= IDLE;
      end
    endcase
  end
  always @ (posedge i_clk) begin
    if (i_rst) begin
      rx_uart <= IDLE;
    end else begin
      rx_uart <= next_rx_uart;
    end
  end
  always @ (posedge i_clk) begin
    if (i_rst) begin
      r_dataBuff <= 0;
      o_data <= 0;
    end else begin
      if (w_rx_ed & !r_en_rx) begin
        r_dataBuff <= {DATA_WIDTH{1'b1}};
        o_data <= 0;
      end else begin
        if (r_en_data_rx & r_baud_clk) begin
          r_dataBuff <= {1'b0, r_dataBuff[DATA_WIDTH-1:1]};
          o_data <= {r_rx_ed[1], o_data[DATA_WIDTH-1:1]};
        end else begin
          r_dataBuff <= r_dataBuff;
          o_data <= o_data;
        end
      end
    end
  end
endmodule  
module tx_uart (
  i_clk,
  i_rst,
  i_data,
  i_valid,
  o_tx,
  o_busy
  );
  parameter DATA_WIDTH = 8;
  parameter FREQ = 10000000;
  parameter BAUD = 9200;
  input wire                  i_clk;
  input wire                  i_rst;
  input wire [DATA_WIDTH-1:0] i_data;
  input wire                  i_valid;
  output reg                  o_tx;
  output wire                 o_busy;
  parameter
  IDLE      = 5'b00001,
  WAIT_DATA = 5'b00010,
  START     = 5'b00100,
  DATA      = 5'b01000,
  STOP      = 5'b10000;
  reg [4:0] next_tx_uart;
  reg [4:0] tx_uart;
  reg       tx_run;
  reg       tx_data;
  reg        r_baud_clk;
  reg [31:0] r_baud_cnt;
  reg [DATA_WIDTH-1:0] r_dataBuff;
  reg [DATA_WIDTH-1:0] r_data;
  always @ (posedge i_clk) begin
    if (i_rst) begin
      r_baud_clk <= 0;
      r_baud_cnt <= FREQ/BAUD;
    end else begin
      if (tx_run) begin
        if (!r_baud_cnt) begin
          r_baud_cnt <= FREQ/BAUD;
          r_baud_clk <= 1'b1;
        end else begin
          r_baud_cnt <= r_baud_cnt - 1'b1;
          r_baud_clk <= 1'b0;
        end
      end else begin
        r_baud_cnt <= FREQ/BAUD;
        r_baud_clk <= 1'b0;
      end
    end
  end
  always @ ( * ) begin
    next_tx_uart <= tx_uart;
    tx_run <= 1'b0;
    tx_data <= 1'b0;
    o_tx <= 1'b1;
    case (tx_uart)
      IDLE: begin
        next_tx_uart <= WAIT_DATA;
      end
      WAIT_DATA: begin
        if (i_valid) begin
          next_tx_uart <= START;
        end else begin
          next_tx_uart <= WAIT_DATA;
        end
      end
      START: begin
        tx_run <= 1'b1;
        o_tx <= 1'b0;
        if (r_baud_clk) begin
          next_tx_uart <= DATA;
        end else begin
          next_tx_uart <= START;
        end
      end
      DATA: begin
        tx_run <= 1'b1;
        tx_data <= 1'b1;
        o_tx <= r_data[0];
        if (r_baud_clk & (!r_dataBuff)) begin
          next_tx_uart <= STOP;
        end else begin
          next_tx_uart <= DATA;
        end
      end
      STOP: begin
        tx_run <= 1'b1;
        o_tx <= 1'b1;
        if (r_baud_clk) begin
          next_tx_uart <= WAIT_DATA;
        end else begin
          next_tx_uart <= STOP;
        end
      end
      default: begin
        next_tx_uart <= IDLE;
      end
    endcase
  end
  always @ (posedge i_clk) begin
    if (i_rst) begin
      tx_uart <= IDLE;
    end else begin
      tx_uart <= next_tx_uart;
    end
  end
  always @ (posedge i_clk) begin
    if (i_rst) begin
      r_dataBuff <= 0;
      r_data <= 0;
    end else begin
      if (tx_run) begin
        if (r_baud_clk & tx_data) begin
          r_dataBuff <= {1'b0, r_dataBuff[DATA_WIDTH-1:1]};
          r_data <= {1'b0, r_data[DATA_WIDTH-1:1]};
        end else begin
          r_dataBuff <= r_dataBuff;
          r_data <= r_data;
        end
      end else begin
        if (i_valid) begin
          r_dataBuff <= {DATA_WIDTH{1'b1}};
          r_data <= i_data;
        end else begin
          r_dataBuff <= r_dataBuff;
          r_data <= r_data;
        end
      end
    end
  end
  assign o_busy = tx_run;
endmodule  
```
`flow/run.sh`:
```
#!/bin/bash
# OpenROAD 26Q1-2900-gdf79404cd8, Yosys 0.63+post, stock flow scripts
make -C /OpenROAD-flow-scripts/flow DESIGN_CONFIG=/design/flow/config.mk WORK_HOME=/design/flow/orfs finish
```
`flow/config.mk`:
```
export PLATFORM = sky130hd
export DESIGN_NAME = uart
export DESIGN_NICKNAME = uart
export VERILOG_FILES = /design/flow/design.v
export SDC_FILE = /design/flow/constraint.sdc
export NUM_CORES = 4
export LEC_CHECK = 1
export CORE_UTILIZATION = 30
```
`flow/constraint.sdc`:
```
current_design uart

set clk_period 7.9
set clk_io_pct 0.2

create_clock -name clk0 -period $clk_period [get_ports {i_clk}]

set non_clock_inputs [all_inputs -no_clocks]
set_input_delay [expr $clk_period * $clk_io_pct] -clock clk0 $non_clock_inputs
set_output_delay [expr $clk_period * $clk_io_pct] -clock clk0 [all_outputs]
```
==> deck_impl_summary.md <==
Synthesis and Place & Route Summary

Synth
  – Synth Seq Share: 46.3%
  – EDFF count, synth: 0
  – Synth unique cells: 52
  – Post-synthesis area per instance: 9.12 um2
  – Largest area contributor in the netlist: dfxtp_1
  – Async SR Flop Fraction: 0%
  – Post-Syn Area: 4760 um2
  – Top cell area share: 46.3%
  – Main area contributors: dfxtp_1, nor2_1, xnor2_1
  – Predominant post-synthesis flop cell: dfxtp_1
  – Gate Count Post-Synth: 522
  – Chip Area, Yosys: 4760 um2
  – Yosys Instances: 522
  – Registers, synthesis: 110
  – Yosys warnings: 2

Power and ir drop
  – Share of power burned in registers: 51.8%
  – Tot Pwr: 1.13 mW
  – Internal Pwr Total: 868 uW
  – Pwr per Cell Area: 208 nW/um2
  – Worst VDD drop: 0.124 mV
  – Sw frac: 23.5%
  – Sw Pwr: 267 uW
  – Comb pwr share: 9.3%
  – Static Leak: 1.89 nW
  – Clk pwr share: 38.9%

STA
  – Slew of the pin with the lowest slew margin: 887 ps
  – Final max-slew violation count: 0
  – Final setup fails: 0
  – Rel. slew slack: 40.7%
  – FMAX: 268 MHz
  – Final Skew: 6.87 ps
  – Unrepaired setup endpoints after global routing: no
  – Aggregate negative setup slack: 0 ps
  – Final hold violation count: 0
  – Period minus WS final: 3730 ps
  – Final worst-path cycle share: 47.3%

Critical path
  – CP Launch Type: input pin
  – Setup slack, reg-to-reg: 4830 ps
  – Reg2Reg Launch Point: utt_rx.r_baud_cnt[0]
  – Largest stage delay on the critical path: 660 ps
  – Worst r2r path cells: 7
  – Crit-path cells: clkdlybuf4s50_1, buf_4, clkinv_1, nand2_1, a21o_1, nor2_1
  – Critical path's slowest cell: a21o_1
  – Endpoint class of the critical path: register
  – Crit-path max FO: 40
  – WP data arrival: 3930 ps
  – R2R Path End: utt_rx.r_baud_cnt[20]
  – Crit path max-delay family: buffers and inverters
  – CP Class: input pin to register
  – Req. time, crit path: 8100 ps
  – Crit path buffers/inverters: 3

Finish
  – Area grow syn2layout: 14.5%
  – Post-layout util: 35.5%
  – Most numerous logic cell after layout: dfxtp_1
  – Layout cells sized above 1: 9.63%
  – Most numerous logic cells after layout: dfxtp_1, nor2_1, nand2_1, xnor2_1, a21oi_1
  – Finished Cell Area: 5450 um2

Clock network
  – Clock Tree Buf Depth: 2
  – Buffers inserted by post-CTS timing repair: 0
  – H-tree depth reported by CTS: 3
  – Clk root buf: clkbuf_16
  – Reg clk slew, reported paths: 70 ps
  – Late-Pin Clk Latency: 340 ps
  – Post-CTS Hold Buffers: 0
  – CTS tree: built
  – Sink count of the clock tree: 110
  – PostCTS Resize Cnt: 0
  – Total CTS buffers: 9

Global route
  – Initial antenna violation count: 0
  – Grt ovf: 0
  – Largest net degree at the start of global routing: 41
  – Gr usage total: 10.9%
  – Global-route wire length before repair: 14,800 um
  – Vias in the first global route: 3,248

Routing
  – 1st-iter DRT viols: 271
  – DRC: 0
  – Vias per cell: 4.71
  – Vias: 3,538
  – Avg WL per Cell: 11.4 um
  – Diodes inserted: 0
  – DRT Wirelength: 8530 um
  – ANT nets after route: 0
  – DRT Pass-1 Iters: 4

Placed design
  – HPWL after DPL: 5680 um
  – Placed Instance Area: 5160 um2
  – Routability cong.: 0.767
  – Port Buffers: 22

Hold path
  – Hold endpoint: utt_tx.tx_uart[3]
  – Worst Hold Path Cells: 2
  – Worst hold path class: register to register
  – Hold Path Origin: utt_tx.tx_uart[4]

Job
  – MaxCap Viol Count: 0
  – Number of OpenROAD warnings: 26

Floorplanning
  – Die height: 128 um
  – IO Pins: 23
  – Core area: 15,400 um2
  – Pre-Place Util: 31.0%
  – Rows: 45
  – Chip footprint: 16,400 um2
  – Die W: 128 um

Run status
  – Status: completed
per-stage QoR:
stage | hold slack [ps] | cells | setup slack (ps)
6_report | 456 | 751 | 4170
5_1_grt | 478 | 751 | 3940
4_1_cts | 462 | 751 | 4150
3_5_place_dp | 447 | 736 | 3800
3_3_place_gp | 438 | 736 | 3880
2_1_floorplan | 421 | 522 | 5290
power by group through the flow:
stage	Sequential (mW)	Clock, mW	Combinational [mW]
after CTS	0.588	0.455	0.107
final	0.588	0.441	0.106
after global routing	0.590	0.480	0.118
final cells by class:
class / count / area, um2
tap: 211 / 264
clock inverter: 4 / 47.5
multi-input combinational: 379 / 2400
fill: 1508 / 9920
inverter: 8 / 30.0
sequential: 110 / 2200
timing repair buffer: 28 / 265
clock buffer: 11 / 243
registers in the layout (all words and copies together) (netlist names):
signal,cells
utt_tx.tx_uart,5
utt_rx.o_data,8
utt_rx.r_dataBuff,8
utt_rx.r_baud_cnt,32
utt_rx.r_rx_ed,2
utt_tx.r_data,8
utt_tx.r_baud_cnt,32
utt_rx.rx_uart,5
utt_rx.r_baud_clk,1
utt_tx.r_dataBuff,8
utt_tx.r_baud_clk,1
how the worst max path moves through the flow:
stage	start	endpoint	slack (ps)	cells after the start
after CTS	i_rst	utt_rx.r_baud_cnt[20]	4150	6
after global routing	i_rst	utt_rx.r_baud_cnt[20]	3940	6
final	i_rst	utt_rx.r_baud_cnt[20]	4170	6
synthesized netlist by cell type, types with 2 or more instances:
master    instances
nor3_1           20
buf_4             2
nand4b_1          4
a21oi_1          25
nor3b_1           3
o221a_2           7
nand2_1          59
dfxtp_1         110
clkbuf_1         16
nand4_1           6
nor4_2            2
nand2b_1          6
buf_6             2
a22oi_1           2
buf_2             2
nand3b_1          6
o41ai_1           2
nor4_4            6
or4_1            10
or4_4             3
nor3b_2           2
nor2_1           72
buf_1             2
or2_2             4
a311oi_1          2
mux2i_1           8
o21ai_0           4
nor2_2            3
inv_1             7
nand3_1          11
nor4_1           14
o31ai_1           2
nor2b_1           5
xor2_1           21
a211oi_1          8
xnor2_1          29
a31oi_1           8
and2_1            2
ha_1              3
or3_1            10
worst reg2reg max path, stage by stage (launching register included):
cell and delay [ps]:
dfxtp_1 340, inv_1 60, ha_1 200, or4b_2 610, nand2b_1 500, nor2_1 400, a21o_1 690, nor2_1 130
layer usage:
| metal | track usage, % | share of wire, % | vias up | routed length (um) |
|---|---|---|---|---|
| li1 | - | - | 1860 | - |
| met1 | 16.6 | 52 | 1641 | 4470 |
| met2 | 17.2 | 44 | 25 | 3770 |
| met3 | 1.45 | 1.8 | 12 | 156 |
| met4 | 1.66 | 1.6 | 0 | 136 |
| met5 | 0 | 0 | - | 0 |
logic make-up after synthesis:
family / after synthesis / share of synthesized area [%]
simple gates: 254 / 29.6
buf+inv: 33 / 3.47
fa+ha+maj: 3 / 0.789
mux: 8 / 1.68
flops: 110 / 46.3
xor+xnor: 50 / 9.20
compound gates: 64 / 9.01
No activity file was given, so power comes from the tool's default toggle rates.
